==> design/flow/config.mk <==
export PLATFORM = sky130hd
export DESIGN_NAME = s2p
export DESIGN_NICKNAME = s2p
export VERILOG_FILES = /design/flow/design.v
export SDC_FILE = /design/flow/constraint.sdc
export NUM_CORES = 4
export LEC_CHECK = 1
export CORE_UTILIZATION = 40
==> design/flow/run.sh <==
#!/bin/bash
# OpenROAD 26Q1-2900-gdf79404cd8, Yosys 0.63+post, stock flow scripts
make -C /OpenROAD-flow-scripts/flow DESIGN_CONFIG=/design/flow/config.mk WORK_HOME=/design/flow/orfs finish
==> design/flow/constraint.sdc <==
current_design s2p

set clk_period 2.7
set clk_io_pct 0.2

create_clock -name clk0 -period $clk_period [get_ports {clk}]
create_clock -name clk1 -period $clk_period [get_ports {cs}]
create_clock -name clk2 -period $clk_period [get_ports {sck}]

set non_clock_inputs [all_inputs -no_clocks]
set_input_delay [expr $clk_period * $clk_io_pct] -clock clk0 $non_clock_inputs
set_output_delay [expr $clk_period * $clk_io_pct] -clock clk0 [all_outputs]
==> design/flow/design.v <==
`timescale 1ns/1ps
module s2p (mosi, sck, cs, rstn, clk, buffer_2, buffer_3,buffer_4,buffer_5,reff, head_flag);
input mosi, sck, cs, rstn, clk;
output reg [13:0] buffer_2, buffer_3,buffer_4,buffer_5;
output reg[13:0] reff;
output reg head_flag;
reg [13:0]ad_tmp,ad_1,ad_2,ad_3,ad_4;
reg [2:0] counter;
wire counter_1, counter_2,counter_3, counter_4,valid;   
wire [13:0]sum;
 always@ (posedge sck or negedge rstn)
    begin
    if (rstn == 1'b0)
        ad_tmp <=  14'd0;
    else
        ad_tmp[13:0] <= {ad_tmp[12:0],mosi};
    end
  always@ (posedge cs or negedge rstn)
    begin
    if (rstn == 1'b0)
        head_flag <= 1'b0;
    else if (ad_tmp[13:0]==14'h0fff)
	    head_flag <= 1'b0;
 	else 
        head_flag <= 1'b1;
	end
assign valid = head_flag & cs;
    always@ (posedge valid or negedge rstn)
    begin
    if (rstn == 1'b0)
        counter <= 3'd0;
    else if (counter == 3'd4)
        counter <= 3'd0;
    else if (head_flag == 1'b1)
             counter <= #1  counter + 3'd1;
    else counter <=   counter;
    end  
reg valid_d,valid_d2;  
always@(posedge clk or negedge rstn)
	begin
		if(rstn== 1'b0)
			valid_d <= 1'd0;
		else
			valid_d <= valid;
	end
always@(posedge clk or negedge rstn)
	begin
		if(rstn== 1'b0)
			valid_d2 <= 1'd0;
		else
			valid_d2 <= valid_d;
	end
assign counter_1 = valid_d2 & (counter == 8'd1) ? 1'b1 : 1'b0;
assign counter_2 = valid_d2 & (counter == 8'd2) ? 1'b1 : 1'b0;  
assign counter_3 = valid_d2 & (counter == 8'd3) ? 1'b1 : 1'b0;
assign counter_4 = valid_d2 & (counter == 8'd4) ? 1'b1 : 1'b0;  
always@(posedge clk or negedge rstn)
	begin
		if(rstn== 1'b0)
			ad_1 <= 14'd0;
		else if(counter_1 == 1'b1)
			ad_1 <= ad_tmp;
		else
			ad_1 <= ad_1;
	end
always@(posedge clk or negedge rstn)
	begin
		if(rstn== 1'b0)
			ad_2 <=  14'd0;
		else if(counter_2 == 1'b1)
			ad_2 <= ad_tmp;
		else
			ad_2 <= ad_2;
	end	
always@(posedge clk or negedge rstn)
	begin
		if(rstn== 1'b0)
			ad_3 <=  14'd0;
		else if(counter_3 == 1'b1)
			ad_3 <= ad_tmp;
		else
			ad_3 <= ad_3;
	end	
always@(posedge clk or negedge rstn)
	begin
		if(rstn== 1'b0)
			ad_4 <=  14'd0;
		else if(counter_4 == 1'b1)
			ad_4 <= ad_tmp;
		else
			ad_4 <= ad_4;
	end	
always@(negedge head_flag or negedge rstn)
	begin
		if(rstn==1'b0)
		buffer_2 <= 14'd0;
		else
		buffer_2 <= ad_1 - 14'd1965;
	end	
always@(negedge head_flag or negedge rstn)
	begin
		if(rstn==1'b0)
		buffer_3 <= 14'd0;
		else
		buffer_3 <= ad_2 - 12'd2080;
	end	
always@(negedge head_flag or negedge rstn)
	begin
		if(rstn==1'b0)
		buffer_4 <= 14'd0;
		else
		buffer_4 <= ad_3 - 12'd2090;
	end	
always@(negedge head_flag or negedge rstn)
	begin
		if(rstn==1'b0)
		buffer_5 <= 14'd0;
		else
		buffer_5 <= ad_4 - 12'd2100;
	end	
assign sum = (buffer_2 + buffer_3 + buffer_4 + buffer_5);
always@(negedge head_flag or negedge rstn)
	begin
		if(rstn==1'b0)
		reff <= 14'd0;
		else 
		reff <= {{2{sum[13]}},sum}>>2;
	end	
endmodule
==> reports/qor.txt <==
PD cells - 796 nW/um2
Pre-CTS setup slack - 0.791 ns
Yosys stat area - 6500 um2
Tot GR Track Use - 0.179
Layout Cells excl Fill - 836
Endpoints left unconstrained - 138
OpenROAD warning count - 29
Final WL - 13200 um
GPL Wtd Cong - 0.868
M2 GR Usage - 0.277
TritonCTS clock tree - yes
Leak pwr - 0.00387 uW
Hold crit path type - flip-flop to flip-flop
Largest net degree at the start of global routing - 51
Fp_density - 0.409
Worst clock skew - 0.0512 ns
Async S/R FF share, synth - 1.00
Syn avg cell area - 12.7 um2
Reg clk slew, reported paths - 0.04 ns
Critical path launch point type - flip-flop
Synthesized area - 6500 um2
Register pins left without a clock - 68
Yosys reg bits - 144
Critical path class - flip-flop to output pin
Grt met1 use - 0.276
Post-cts sizing count - 0
Row cnt - 46
Cell family with most CP delay - flip-flops
Bufs and invs on worst path - 1
RSZ-0062 raised after global routing - no
Via count - 3908
Overflow after GRT - 0
Vias per cell - 4.67
R2R Setup Slk - 0.31 ns
CP required - 2.16 ns
Initial antenna violation count - 0
Status - finished, final reports clean
Core region area - 15900 um2
Hold Path Depth - 2
I/O Buffers - 73
Post-synth EDFFs - 0
First-pass GRT wire length - 21600 um
Die height - 129 um
Post-detail-place hpwl - 9840 um
Crit path max fanout - 32
RR Endpoint - ad_4[3]
# setup viols final - 0
Worst EP arrival - 2.01 ns
Hold Vio Cnt, Final - 0
DRT iter0 DRCs - 175
Vias in the first global route - 4192
Top_reg_cell synth - dfrtp_1
Final setup margin - 0.155 ns
Worst R2R Path Depth - 4
Crit. End Element - output pin
Hold Path Sink - head_flag
Antenna Nets Post-Route - 0
Share of layout cells above drive strength 1 - 0.161
DRC Markers - 0
R2r startpoint - counter[0]
Design Area, Final - 8270 um2
DR WL/cell - 15.8 um
Sequential cell area fraction in the yosys report - 0.554
Min-Delay Startpoint - ad_tmp[4]
# IOs - 76
Placed Instances - 800
Peak VDD IR - 0.000780 V
Max cap viols - 0
Rel. slew slack - 0.479
Die area - 16800 um2
Yosys cell types - 42
# Cells Yosys - 513
First-pass DRT Iterations - 4
Setup TNS Final - 0 ns
Layout area overhead - 27.3%
Gr busiest metal - met2
Max-slew violations - 0
Met3 Use GR - 0.0408
Mapped Cells - 513
Worst slew pin tran - 0.779 ns
Die width - 129 um
Crit path cell chain - clkdlybuf4s50_1
Synth warnings - 1
Slowest stage delay, CP - 0.68 ns
Postcts setup bufs - 0
Number of antenna diodes - 0
Slowest cell on crit path - dfrtp_2
Placed cell area - 7510 um2
-- through the flow --
stage | hold slack, ns | util | total power (uW)
2_1_floorplan | -0.559 | - | 3580
3_3_place_gp | -0.767 | 0.473 | 4030
3_5_place_dp | -0.758 | 0.473 | 4100
4_1_cts | 0.157 | 0.521 | 6650
5_1_grt | 0.176 | 0.521 | 7000
6_report | 0.156 | 0.521 | 6590
-- worst max path at each step --
stage          from        end  slack [ns]  depth (start not counted)
5_1_grt   head_flag  head_flag        0.04                          1
4_1_cts   head_flag  head_flag        0.10                          1
6_report  head_flag  head_flag        0.15                          1
-- layer usage --
metal,up-vias,share of wire
li1,1848,-
met1,1953,0.46
met2,91,0.48
met3,16,0.044
met4,0,0.017
met5,-,0
-- flip-flops by register name, indices dropped and copies added, names as in the netlist --
| register | cells |
|---|---|
| counter | 3 |
| ad_tmp | 14 |
| ad_3 | 14 |
| ad_4 | 14 |
| ad_1 | 14 |
| valid_d | 1 |
| valid_d2 | 1 |
| head_flag | 1 |
| buffer_2 | 14 |
| reff | 12 |
| buffer_4 | 14 |
| ad_2 | 14 |
| buffer_5 | 14 |
| buffer_3 | 14 |
-- power by group --
group	switching [uW]	total, uW	internal (uW)
combinational	885	1870	981
clock	623	2500	1870
sequential	501	2220	1720
-- synthesized netlist by cell type (2+ instances only) --
master     n  area (um2)
nor4_1     2        12.5
buf_4      2        15.0
and2_1     2        12.5
nand2_1   26        97.6
a31oi_1    3        18.8
o41ai_1    3        26.3
mux2_2    57         642
nor3_1     4        20.0
xor2_1    22         193
a21o_1     3        22.5
nand4_1    2        12.5
o211a_1    2        20.0
nand3_1    3        15.0
dfrtp_1   76        1900
o21bai_1   2        15.0
nand4b_1   2        17.5
o21a_1     2        15.0
o21ai_0   12        60.1
inv_1     94         353
ha_1      20         250
nor2b_1    3        18.8
a21oi_1   14        70.1
xnor2_1   32         280
fa_1      26         521
buf_2      3        15.0
nor2_1    12        45.0
or2_2      2        12.5
dfrtn_1   68        1700
-- layout by cell type, fill, tap and decap left out, drive strengths merged, types with 20 or more instances in the layout --
| cell type | count |
|---|---|
| clkbuf | 31 |
| clkdlybuf4s50 | 72 |
| dfrtn | 68 |
| dfrtp | 76 |
| fa | 26 |
| ha | 20 |
| inv | 94 |
| mux2 | 57 |
| nand2 | 26 |
| xnor2 | 32 |
| xor2 | 22 |
-- area by class of cell --
type / instances / area [um2]
clock buffers: 31 / 701
clock inverters: 3 / 40.0
fillers: 1325 / 7610
inverters: 94 / 353
multi-input cells: 269 / 2510
flip-flops and latches: 144 / 3600
well taps: 216 / 270
repair buffers: 79 / 795
-- logic make-up after synthesis --
kind of cell    after synthesis  synth area share
buf+inv                     100            0.0595
simple gates                 66            0.0510
fa+ha+maj                    46             0.119
flops                       144             0.554
mux                          57            0.0987
compound gates               46            0.0452
xor+xnor                     54            0.0727
-- timing repair --
| item | CTS | global route |
|---|---|---|
| endpoints found under the hold margin | 5 | 0 |
| hold buffers | 2 | 0 |
| setup endpoints to repair | 0 | 0 |
No activity file was given, so power comes from the tool's default toggle rates.
