$ cat design.v
`timescale 1ns/1ps
module p2s (sck, cs, rstn, clk,in_p2s, head_flag,miso);
input sck, cs, rstn, clk,head_flag;
input[13:0] in_p2s;
output  miso;
reg [13:0]reff_temp;
always@(negedge sck or negedge rstn)
	begin
		if(rstn==1'b0)
		reff_temp <=  14'd0;
		else if(head_flag==1'b0)
		reff_temp[13:0] <=  in_p2s[13:3];
		else
		reff_temp[13:0] <=  {reff_temp[12:0],1'd0};
	end
assign miso = (head_flag==1'b1)?reff_temp[13]:1'b0;
endmodule	
$ cat run.sh
#!/bin/bash
# OpenROAD 26Q1-2900-gdf79404cd8, Yosys 0.63+post, stock flow scripts
make -C /OpenROAD-flow-scripts/flow DESIGN_CONFIG=/design/flow/config.mk WORK_HOME=/design/flow/orfs finish
$ cat config.mk
export PLATFORM = sky130hd
export DESIGN_NAME = p2s
export DESIGN_NICKNAME = p2s
export VERILOG_FILES = /design/flow/design.v
export SDC_FILE = /design/flow/constraint.sdc
export NUM_CORES = 4
export LEC_CHECK = 1
export CORE_AREA = 10 10 70 70
export DIE_AREA = 0 0 80 80
$ cat constraint.sdc
current_design p2s

set clk_period 1.0
set clk_io_pct 0.2

create_clock -name clk0 -period $clk_period [get_ports {sck}]

set non_clock_inputs [all_inputs -no_clocks]
set_input_delay [expr $clk_period * $clk_io_pct] -clock clk0 $non_clock_inputs
set_output_delay [expr $clk_period * $clk_io_pct] -clock clk0 [all_outputs]
==> job_summary.md <==
### Flow metrics

| Metric | Value |
|---|---|
| Outcome | finished with violations |
| Violations in the final reports | negative setup slack |
| Count of synthesis-stage warnings from yosys | 1 |
| Max-Slew Margin vs Limit | 92.6% |
| Actual slew at the worst max-slew pin | 0.111 ns |
| Finished layout cell area | 840 µm² |
| Seq share, synth | 63.5% |
| Final antenna diode count | 0 |
| 1st-iter DRT viols | 8 |
| Min-Delay Path Depth | 1 |
| Via count of the routed design | 299 |
| PwrDens | 1420 nW/µm² |
| Number of global-route vias before repair | 308 |
| Maximum root-to-sink buffer count | 2 |
| Largest fanout on the critical path | 1 |
| Setup repair after global routing missed its margin | yes |
| Ys cells | 31 |
| Tally of non-filler cells in the final layout | 96 |
| Top cells by count | 14 x sky130_fd_sc_hd__dfrtn_1, 5 x sky130_fd_sc_hd__mux2_2, 5 x sky130_fd_sc_hd__mux2_4 |
| Final Wtd Congestion | 0.701 |
| Number of H-tree levels | 1 |
| Pin count of the biggest net entering global routing | 15 |
| Core occupancy in the finished layout | 24.6% |
| Placed Area | 758 µm² |
| Top reg by flops | reff_temp |
| Core ar. | 3420 µm² |
| Net switching power | 0.224 mW |
| Max VDD drop | 941 µV |
| Post-layout power | 1.19 mW |
| Clock slew at the register clock pins of the worst setup and hold paths | 0.06 ns |
| Required time worst endpoint | 0.80 ns |
| Clock group share of total power | 32.3% |
| Max_cap viols | 0 |
| Hold crit path type | flip-flop to flip-flop |
| PortBufs | 14 |
| Logic area | 190 µm² |
| FP Core Util | 16.2% |
| Number of flops mapped to enable cells by yosys | 0 |
| Number of flip-flops under the largest register name | 14 |
| Fraction of layout cells with a size suffix above 1 | 48.0% |
| Total stage count of the critical path | 2 |
| Number of iterations in the first detailed-routing pass | 2 |
| Most used flip-flop cell | sky130_fd_sc_hd__dfrtn_1 |
| Placed wire-length estimate | 719 µm |
| Root buf cell | sky130_fd_sc_hd__clkbuf_4 |
| Sw Share | 18.8% |
| Routed via count divided by cell count | 3.11 |
| Summed instance area of the synthesized netlist | 552 µm² |
| Mean area per synthesized cell | 17.8 µm² |
| Leading cell types by total area after synthesis | sky130_fd_sc_hd__dfrtn_1 63%, sky130_fd_sc_hd__mux2_4 14%, sky130_fd_sc_hd__mux2_2 10% |
| Final antenna-violating net count | 0 |
| Latest clock arrival within the worst-skew pair | 0.27 ns |
| Number of rows created at floorplan | 21 |
| Startpoint-to-endpoint class of the critical path | flip-flop to output port |
| OpenROAD warning count | 33 |
| Wire length of the first global-routing pass | 1620 µm |
| Part of the power in combinational logic | 14.6% |
| Worst path max stage delay | 0.38 ns |
| Routed length per instance | 10.4 µm |
| X dimension of the die | 80 µm |
| Worst-case clock skew | 0.00303 ns |
| Library cell with the highest instance count after synthesis | sky130_fd_sc_hd__dfrtn_1 |
| Registers with the highest flip-flop counts | reff_temp x14 |
| Sort of element at the start of the critical path | flip-flop |
| Final setup TNS | -1.69 ns |
| Final-report setup violation count | 11 |
| Internal power summed over all cells | 0.965 mW |
| Sequence of cells on the critical path | and2_4 > buf_6 |
| Largest area contributor in the netlist | sky130_fd_sc_hd__dfrtn_1 |
| # IOs | 20 |
| Post-synthesis to final-layout area growth | 52.2% |
| Number of buffer and inverter stages on the critical path | 1 |
| Area leader share | 63.5% |
| Worst path setup slack after routing | -0.559 ns |
| Routed wire length | 1000 µm |
| GRT overflow | 0 |
| Clock sink count | 14 |
| TritonCTS clock tree | done |
| Number of fillers in the final layout | 368 |
| Element type at the critical path end | output port |
| Hold bufs inserted after CTS | 0 |
| Part of the power in registers | 53.1% |
| Fraction of registers with async set/reset | 100% |
| Final hold violations | 0 |
| Total clock buffers created by CTS | 3 |
| Number of flip-flops and latches in the synthesized netlist | 14 |
| Number of antenna violations at the first check in global routing | 0 |
| Arr. time, crit path | 1.36 ns |
| Area occupied by registers | 350 µm² |
| Hold_ws | 0.423 ns |
| Slew Limit Fails | 0 |
| Synthesis area per yosys | 552 µm² |
| Chip Footprint | 6400 µm² |
| Number of cells traversed by the worst register-to-register path | 1 |
| Placed cell count | 91 |
| Static leakage | 0.403 nW |
| DRC violations left | 0 |
| Top cell family by delay on the critical path | flip-flops |
| All-layer global routing usage | 3.31% |
| Worst setup slack after placement | -0.863 ns |
| Number of distinct library cells after synthesis | 7 |
| Die extent in y | 80 µm |
| Cell at the slowest stage of the critical path | sky130_fd_sc_hd__dfrtn_1 |
| Instance tally after logic synthesis | 31 |
==> power groups by stage <==
stage,Clock (mW),Sequential [mW],Combinational (mW)
finish,0.383,0.631,0.174
CTS,0.397,0.632,0.176
global route,0.437,0.637,0.187
==> area by class of cell <==
class                      count  share of cell area (%)
timing repair buffer          17                    24.4
multi-input combinational     15                    22.7
clock buffer                   4                    4.32
tap                           46                    6.86
sequential                    14                    41.7
==> path summary, 6_finish.rpt <==
| kind | from | to | slack (ns) |
|---|---|---|---|
| worst max-delay path | reff_temp[13] | miso | -0.56 |
| worst min-delay path | reff_temp[7] | reff_temp[8] | 0.42 |
| worst max register to register | reff_temp[1] | reff_temp[2] | 0.24 |
| worst min register to register | reff_temp[7] | reff_temp[8] | 0.42 |
| max in group asynchronous | rstn | reff_temp[4] | 0.21 |
| min in group asynchronous | rstn | reff_temp[13] | 0.64 |
==> timing repair <==
action / CTS / global route
pin swaps: 1 / 0
gates cloned: 1 / 0
setup endpoints to repair: 15 / 11
resized: 29 / 1
buffers inserted: 0 / 0
==> layout by cell type, fill, tap and decap left out <==
cell type and count:
sky130_fd_sc_hd__dfrtn_1 14, sky130_fd_sc_hd__dlygate4sd2_1 11, sky130_fd_sc_hd__mux2_4 10, sky130_fd_sc_hd__and2_2 3
sky130_fd_sc_hd__clkbuf_4 3, sky130_fd_sc_hd__buf_12 3, sky130_fd_sc_hd__and2b_2 1, sky130_fd_sc_hd__and2_4 1
sky130_fd_sc_hd__clkbuf_8 1, sky130_fd_sc_hd__buf_16 1, sky130_fd_sc_hd__clkdlybuf4s50_1 1, sky130_fd_sc_hd__buf_6 1
==> layer usage <==
metal / share of wire, % / up-vias / global-route usage, %
li1: - / 142 / -
met1: 55 / 145 / 5.66
met2: 39 / 10 / 3.45
met3: 4.9 / 2 / 1.59
met4: 0.50 / 0 / 0.352
met5: 0 / - / 0
==> kinds of logic after synthesis <==
logic type | count (synthesis) | synth area share, %
muxes | 10 | 23.8
buffers and inverters | 2 | 5.67
DFF | 14 | 63.5
and+or+nand+nor | 5 | 7.03
No activity file was given, so power comes from the tool's default toggle rates.
